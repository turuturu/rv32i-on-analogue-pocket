===== /design/flow/config.mk =====
export PLATFORM = sky130hd
export DESIGN_NAME = io_pad_controller
export DESIGN_NICKNAME = io_pad_controller
export VERILOG_FILES = /design/flow/design.v
export SDC_FILE = /design/flow/constraint.sdc
export NUM_CORES = 4
export LEC_CHECK = 1
export CORE_UTILIZATION = 30

===== /design/flow/constraint.sdc =====
current_design io_pad_controller

set clk_period 5.2
set clk_io_pct 0.2

create_clock -name clk0 -period $clk_period [get_ports {clk}]

set non_clock_inputs [all_inputs -no_clocks]
set_input_delay [expr $clk_period * $clk_io_pct] -clock clk0 $non_clock_inputs
set_output_delay [expr $clk_period * $clk_io_pct] -clock clk0 [all_outputs]

===== /design/flow/design.v =====
module synch_2 #(parameter WIDTH = 1) (
    input  wire [WIDTH-1:0] i,       
    output reg  [WIDTH-1:0] o,       
    input  wire             clk,     
    output wire             rise,    
    output wire             fall     
);
reg [WIDTH-1:0] stage_1;
reg [WIDTH-1:0] stage_2;
reg [WIDTH-1:0] stage_3;
assign rise = (WIDTH == 1) ? (o & ~stage_2) : 1'b0;
assign fall = (WIDTH == 1) ? (~o & stage_2) : 1'b0;
always @(posedge clk) 
   {stage_2, o, stage_1} <= {o, stage_1, i};
endmodule
module synch_3 #(parameter WIDTH = 1) (
   input  wire [WIDTH-1:0] i,      
   output reg  [WIDTH-1:0] o,      
   input  wire             clk,    
   output wire             rise,    
   output wire             fall     
);
reg [WIDTH-1:0] stage_1;
reg [WIDTH-1:0] stage_2;
reg [WIDTH-1:0] stage_3;
assign rise = (WIDTH == 1) ? (o & ~stage_3) : 1'b0;
assign fall = (WIDTH == 1) ? (~o & stage_3) : 1'b0;
always @(posedge clk) 
   {stage_3, o, stage_2, stage_1} <= {o, stage_2, stage_1, i};
endmodule
module bram_block_dp #(
   parameter DATA = 32,
   parameter ADDR = 7
) (
   input  wire            a_clk,
   input  wire            a_wr,
   input  wire [ADDR-1:0] a_addr,
   input  wire [DATA-1:0] a_din,
   output reg  [DATA-1:0] a_dout,
   input  wire            b_clk,
   input  wire            b_wr,
   input  wire [ADDR-1:0] b_addr,
   input  wire [DATA-1:0] b_din,
   output reg  [DATA-1:0] b_dout
);
reg [DATA-1:0] mem [(2**ADDR)-1:0];
always @(posedge a_clk) begin
   if(a_wr) begin
      a_dout <= a_din;
      mem[a_addr] <= a_din;
   end else
      a_dout <= mem[a_addr];
end
always @(posedge b_clk) begin
   if(b_wr) begin
      b_dout <= b_din;
      mem[b_addr] <= b_din;
   end else
      b_dout <= mem[b_addr];
end
endmodule
module bram_block_dp_nonstd #(
   parameter DATA = 32,
   parameter ADDR = 7,
   parameter DEPTH = 128
) (
   input  wire            a_clk,
   input  wire            a_wr,
   input  wire [ADDR-1:0] a_addr,
   input  wire [DATA-1:0] a_din,
   output reg  [DATA-1:0] a_dout,
   input  wire            b_clk,
   input  wire            b_wr,
   input  wire [ADDR-1:0] b_addr,
   input  wire [DATA-1:0] b_din,
   output reg  [DATA-1:0] b_dout
);
reg [DATA-1:0] mem [DEPTH-1:0];
always @(posedge a_clk) begin
   if(a_wr) begin
      a_dout <= a_din;
      mem[a_addr] <= a_din;
   end else
      a_dout <= mem[a_addr];
end
always @(posedge b_clk) begin
   if(b_wr) begin
      b_dout <= b_din;
      mem[b_addr] <= b_din;
   end else
      b_dout <= mem[b_addr];
end
endmodule
module io_pad_controller (
input   wire            clk,
input   wire            reset_n,
inout   reg             pad_1wire,
output  reg     [31:0]  cont1_key,
output  reg     [31:0]  cont2_key,
output  reg     [31:0]  cont3_key,
output  reg     [31:0]  cont4_key,
output  reg     [31:0]  cont1_joy,
output  reg     [31:0]  cont2_joy,
output  reg     [31:0]  cont3_joy,
output  reg     [31:0]  cont4_joy,
output  reg     [15:0]  cont1_trig,
output  reg     [15:0]  cont2_trig,
output  reg     [15:0]  cont3_trig,
output  reg     [15:0]  cont4_trig,
output  reg             rx_timed_out
);
    wire        reset_n_s;
synch_3 s00(reset_n, reset_n_s, clk);
    wire        pad_1wire_s, pad_1wire_r, pad_1wire_f;
synch_3 s01(pad_1wire, pad_1wire_s, clk, pad_1wire_r, pad_1wire_f);
    reg [20:0]  rx_timeout;  
    reg [15:0]  auto_poll_cnt;  
    reg         auto_poll_queue;
    reg [18:0]  heartbeat_cnt;  
    reg         heartbeat_queue;
    localparam  ST_RESET        = 'd0;
    localparam  ST_IDLE         = 'd1;
    localparam  ST_RX_BUTTON_1  = 'd2;
    localparam  ST_RX_BUTTON_2  = 'd3;
    localparam  ST_TX_SCALER    = 'd4;
    localparam  ST_END_TX       = 'd5;
    reg [3:0]   state;
    reg [3:0]   cnt;
always @(posedge clk) begin
    tx_word_start <= 0;
    auto_poll_cnt <= auto_poll_cnt + 1'b1;
    heartbeat_cnt <= heartbeat_cnt + 1'b1;
    rx_timeout <= rx_timeout + 1'b1;
    case(state)
    ST_RESET: begin
        reset_tr_n <= 0;
        rx_timed_out <= 0;
        if(&rx_timeout[19:0]) begin
            state <= ST_IDLE;
        end
    end
    ST_IDLE: begin
        reset_tr_n <= 1;
        rx_timeout <= 0;
        cnt <= 0;
        if(auto_poll_queue) begin
            auto_poll_queue <= 0;
            tx_word_start <= 1;
            tx_word <= 32'h4A10000C;
            state <= ST_RX_BUTTON_1;
        end else if(heartbeat_queue) begin
            heartbeat_queue <= 0;
            tx_word_start <= 1;
            tx_word <= 32'h4AFE0000;
            state <= ST_END_TX;
        end 
    end
    ST_RX_BUTTON_1: begin
        if(tx_word_done) begin
            state <= ST_RX_BUTTON_2;
        end 
    end
    ST_RX_BUTTON_2: begin
        if(rx_word_done) begin
            cnt <= cnt + 1'b1;
            case(cnt)
            0: cont1_key <= rx_word;
            1: cont1_joy <= rx_word;
            2: cont1_trig <= rx_word[15:0];
            3: cont2_key <= rx_word;
            4: cont2_joy <= rx_word;
            5: cont2_trig <= rx_word[15:0];
            6: cont3_key <= rx_word;
            7: cont3_joy <= rx_word;
            8: cont3_trig <= rx_word[15:0];
            9: cont4_key <= rx_word;
            10: cont4_joy <= rx_word;
            11: begin
                cont4_trig <= rx_word[15:0];
                state <= ST_IDLE;   
            end
            endcase
        end 
    end
    ST_END_TX: begin
        if(tx_word_done) begin
            state <= ST_IDLE;   
        end
    end
    endcase
    if(&auto_poll_cnt) begin
        auto_poll_queue <= 1;
    end
    if(&heartbeat_cnt) begin
        heartbeat_queue <= 1;
    end
    if(&rx_timeout) begin
        rx_timed_out <= 1;
        rx_timeout <= 0;
        state <= ST_RESET;
    end
    if(~reset_n_s) begin
        state <= ST_RESET;
    end
end
    reg         reset_tr_n;
    localparam  BITLEN = 60;
    reg         rx_word_done;
    reg [31:0]  rx_word_shift;
    reg [31:0]  rx_word;
    reg         tx_word_start, tx_word_start_1;
    reg         tx_word_done;
    reg [31:0]  tx_word;
    reg [31:0]  tx_word_shift;
    reg [7:0]   tr_cnt;
    reg [5:0]   tr_bit;
    localparam  TR_IDLE         = 'd1;
    localparam  TR_TX_START     = 'd2;
    localparam  TR_TX_CONTINUE  = 'd3;
    localparam  TR_TX_DONE      = 'd4;
    localparam  TR_RX_START     = 'd5;
    localparam  TR_RX_WAITEDGE  = 'd6;
    localparam  TR_RX_DONE      = 'd7;
    reg [3:0]   tr_state;
always @(posedge clk) begin
    rx_word_done <= 0;
    tx_word_done <= 0;
    tx_word_start_1 <= tx_word_start;
    case(tr_state)
    TR_IDLE: begin
        tr_bit <= 0;
        tr_cnt <= 0;
        pad_1wire <= 1'bZ;
        if(tx_word_start & ~tx_word_start_1) begin
            tx_word_shift <= tx_word;
            tr_state <= TR_TX_START;
        end
        if(pad_1wire_f) begin
            tr_state <= TR_RX_START;
        end
    end
    TR_TX_START: begin
        tr_cnt <= tr_cnt + 1'b1;
        if(&tr_cnt) begin
            pad_1wire <= 1'b1;
            tr_state <= TR_TX_CONTINUE;
        end
    end
    TR_TX_CONTINUE: begin
        tr_cnt <= tr_cnt + 1'b1;
        case(tr_cnt)
        0: begin
            pad_1wire <= 1'b0;
        end
        (BITLEN/3): begin
            pad_1wire <= tx_word_shift[31];
        end
        (BITLEN*2/3): begin
            pad_1wire <= 1'b1;
        end
        (BITLEN-1): begin
            tr_cnt <= 0;
            tx_word_shift <= {tx_word_shift[30:0], 1'b1};
            tr_bit <= tr_bit + 1'b1;
            if(tr_bit == 31) begin
                tr_state <= TR_TX_DONE;
            end
        end
        endcase
    end
    TR_TX_DONE: begin
        tx_word_done <= 1;
        tr_state <= TR_IDLE;
    end
    TR_RX_START: begin
        tr_cnt <= tr_cnt + 1'b1;
        case(tr_cnt)
        (BITLEN/2-4): begin 
            rx_word_shift <= {rx_word_shift[30:0], pad_1wire_s};
        end
        (BITLEN*5/6): begin 
            tr_cnt <= 0;
            tr_state <= TR_RX_WAITEDGE;
            tr_bit <= tr_bit + 1'b1;
            if(tr_bit == 31) begin
                tr_state <= TR_RX_DONE;
            end
        end
        endcase
    end
    TR_RX_WAITEDGE: begin
        if(pad_1wire_f) begin
            tr_state <= TR_RX_START;
        end
    end
    TR_RX_DONE: begin
        rx_word <= rx_word_shift;
        rx_word_done <= 1;
        tr_state <= TR_IDLE;
    end
    default: begin
        tr_state <= TR_IDLE;
    end
    endcase
    if(~reset_n_s | ~reset_tr_n) tr_state <= TR_IDLE;
end
endmodule

===== /design/flow/run.sh =====
#!/bin/bash
# OpenROAD 26Q1-2900-gdf79404cd8, Yosys 0.63+post, stock flow scripts
make -C /OpenROAD-flow-scripts/flow DESIGN_CONFIG=/design/flow/config.mk WORK_HOME=/design/flow/orfs finish

==> run_results.csv <==
group,metric,value,unit
grt,grt_max_degree,38,
synthesis,synth_seq_share,0.8628,
critical_path,worstPathRequired,4160,ps
job,warning_count,32,
synthesis,synthFlopType,"edfxtp_1",
finish,final_cell_mix,"edfxtp_1 (438), clkdlybuf4s50_1 (322), dfxtp_1 (81)",
finish,layout_top_cell,"edfxtp_1",
critical_path,crit_family,"buffers and inverters",
cts,clock_sinks,520,
sta,worst_slack,2709,ps
synthesis,yosysChipArea,0.01715,mm²
floorplan,fp_util,0.3041,
cts,cts_tree,"built",
sta,finalClockSkew,26.91,ps
routing,wl,37.53,mm
power,power_density,353.5,mW/mm²
critical_path,cp_slowest_cell,"clkdlybuf4s50_1",
floorplan,row_count,87,
finish,final_layout_size_suffix_gt1_frac,0.09894,
routing,vias,9106,
place,placed_area,0.02143,mm²
routing,first_pass_iters,7,
synthesis,edf_count,438,
min_path,hold_path.class,"register to register",
routing,drc_errors,0,
floorplan,die_area,0.05812,mm²
routing,wl_per_cell,18.05,µm
job,cap_violations,0,
routing,drt-initial-drc-count,444,
cts,cts_setup_buffers,0,
sta,drv_slew,0,
power,peakVddDrop,0.2598,mV
place,hpwl,23.80,mm
grt,grtUsageTotal,0.1329,
critical_path,critPathLaunchType,"register",
synthesis,ys_async_sr_fraction,0,
power,power_leakage,7.558,nW
grt,overflow,0,
routing,ant_nets,0,
synthesis,synth_flop_count,520,
cts,clock_latency,600,ps
sta,worstMarginPinSlew,676.0,ps
floorplan,die_w,241.1,µm
place,place_ws,3101,ps
sta,rsz0062_at_grt,"no",
critical_path,cpPeakStageDelay,480,ps
synthesis,yosysWarnings,3,
grt,antenna_found_initial,0,
grt,grt_pass1_wl,54.39,mm
grt,grt_pass1_vias,9066,
finish,stdcell_area,0.02316,mm²
power,p_total,8.188,mW
finish,fillers,4957,
sta,maxSlewHeadroom,0.5493,
floorplan,core-area,0.05639,mm²
cts,clk_pin_slew,60,ps
sta,setup_violations,0,
floorplan,ioPinCount,324,
sta,hold_viol_final,0,
critical_path,path_cells,"clkdlybuf4s50_1",
critical_path,arrival,1450,ps
cts,cts.repair.resized,0,
critical_path,cp-end-kind,"output pin",
sta,period_minus_slack,2491,ps
place,portBuffers,322,
floorplan,die_y,241.1,µm
cts,cts_hold_buf,0,
sta,period_used_share,0.4790,
synthesis,netlist_instances,898,
synthesis,yosys_cells,898,
cts,h-tree-depth,2,
finish,syn_to_final_growth,35.08,%
synthesis,synth.avg_cell_area,19.10,µm²
critical_path,path_class,"register to output pin",
outcome,status,"finished, final reports clean",
sta,clock.fmax,401.5,MHz
critical_path,path_max_fanout,1,
sta,tns,0,ps
place,place_congestion,0.8383,
cts,cts_root_buffer,"clkbuf_16",
synthesis,syn_area,0.01715,mm²
routing,vias_per_cell,4.378,
cts,cts_buffer_depth,3,
critical_path,timing.critical_path.buf_inv,1,
routing,diodes,0,
cts,numCtsBuffers,53,
finish,fin_util,0.4108,
synthesis,ys_types,57,
==> synthesized netlist by cell type (all sizes together), types with 3 or more instances <==
master / number / share of area
edfxtp: 438 / 0.77
dfxtp: 82 / 0.096
nand2: 46 / 0.010
nor2: 43 / 0.0094
and2: 32 / 0.012
xnor2: 32 / 0.016
nand3: 26 / 0.0079
xor2: 23 / 0.012
inv: 21 / 0.0046
a21oi: 17 / 0.0050
nand4: 16 / 0.0066
nor3: 15 / 0.0044
o21ai: 13 / 0.0038
ha: 11 / 0.0080
nand2b: 11 / 0.0040
clkbuf: 7 / 0.0015
nor4: 7 / 0.0033
and3: 6 / 0.0026
o31ai: 6 / 0.0037
and4: 5 / 0.0027
nor2b: 4 / 0.0015
or3: 4 / 0.0015
buf: 3 / 0.0014
==> registers in the layout, indices dropped and copies added, names as in the netlist, 21 cells and up <==
| register | cells |
|---|---|
| rx_word_shift | 32 |
| rx_timeout | 21 |
| cont4_key | 32 |
| cont1_key | 32 |
| cont3_key | 32 |
| tx_word_shift | 32 |
| cont3_joy | 32 |
| cont1_joy | 32 |
| cont4_joy | 32 |
| rx_word | 32 |
| cont2_joy | 32 |
| cont2_key | 32 |
==> per-layer routing <==
layer / part of all wire / up-vias / wire (µm) / global-route usage
met5: 0 / - / 0 / 0
met3: 0.12 / 49 / 4571 / 0.06910
met1: 0.39 / 4415 / 14580 / 0.1763
met2: 0.47 / 477 / 17770 / 0.2048
met4: 0.016 / 0 / 614 / 0.02282
li1: - / 4165 / - / -
==> cell families after synthesis <==
family	count (synthesis)	synth area share
AND-OR/OR-AND	55	0.02218
XOR/XNOR	55	0.02809
adder cells (fa/ha/maj)	11	0.008026
buffers and inverters	32	0.007735
flip-flops	520	0.8628
AND/OR/NAND/NOR	225	0.07121
==> layout make-up <==
cell class	count	area, µm²	area share
sequential	520	14800	0.6387
tap	756	945.9	0.04084
timing repair buffer	340	3358	0.1450
clock inverter	30	306.5	0.01323
multi-input combinational	346	2246	0.09696
inverter	22	82.58	0.003565
clock buffer	66	1429	0.06169
==> worst paths after layout <==
path / startpoint / endpoint / slack, ps / depth (start not counted)
hold / removal: s01.stage_2$_DFF_P_ / s01.o$_DFF_P_ / 320 / 0
setup reg to reg: tr_cnt[2]$_DFFE_PP_ / tx_word_shift[22]$_DFFE_PP_ / 3090 / 4
setup / recovery: cont2_key[18]$_DFFE_PP_ / cont2_key[18] / 2710 / 1
hold reg to reg: s01.stage_2$_DFF_P_ / s01.o$_DFF_P_ / 320 / 0
==> power breakdown <==
| group | internal (mW) | switching [mW] |
|---|---|---|
| logic | 0.00155 | 0.00119 |
| clock network | 2.17 | 1.56 |
| registers | 4.45 | 0.00140 |
==> through the flow <==
| stage | cells | hold slack (ps) |
|---|---|---|
| floorplan | 898 | 309.6 |
| global placement | 1984 | 310.8 |
| detailed placement | 1984 | 312.1 |
| CTS | 2080 | 325.8 |
| global route | 2080 | 334.3 |
| finish | 2080 | 322.4 |
Power and IR drop assume default switching activity.
